==> /design/flow/config.mk <==
export PLATFORM = sky130hd
export DESIGN_NAME = RAM64_8
export DESIGN_NICKNAME = RAM64_8
export VERILOG_FILES = /design/flow/design.v
export SDC_FILE = /design/flow/constraint.sdc
export NUM_CORES = 4
export LEC_CHECK = 1
export CORE_UTILIZATION = 40
==> /design/flow/constraint.sdc <==
current_design RAM64_8

set clk_period 12.2
set clk_io_pct 0.2

create_clock -name clk0 -period $clk_period

set non_clock_inputs [all_inputs -no_clocks]
set_input_delay [expr $clk_period * $clk_io_pct] -clock clk0 $non_clock_inputs
set_output_delay [expr $clk_period * $clk_io_pct] -clock clk0 [all_outputs]
==> /design/flow/design.v <==
module RAM16_8(
	input  [8 - 1 : 0] data_in,
	input  [4 - 1 : 0] addr,
	input								clk,
	input 							write_en,
	output [8 - 1 : 0] data_out
);
wire[8 - 1:0] ram1_out;
wire[8 - 1:0] ram2_out;
wire new_addr;
wire new_addr_n;
wire write_en1;
wire write_en2;
assign new_addr = addr[4 - 1];
not u_not(new_addr_n, new_addr);
and u_and1(write_en1, new_addr_n, write_en);
and u_and2(write_en2, new_addr, write_en);
RAM8_8 u_RAM8_8_1(
	.data_in(data_in),
	.addr(addr[4 - 2:0]),
	.clk(clk),
	.write_en(write_en1),
	.data_out(ram1_out)
);
RAM8_8 u_RAM8_8_2(
	.data_in(data_in),
	.addr(addr[4 - 2:0]),
	.clk(clk),
	.write_en(write_en2),
	.data_out(ram2_out)
);
select2_1 u_select2_1(
	.a(ram1_out),
	.b(ram2_out),
	.s(new_addr),
	.y(data_out)
);
endmodule
module RAM32_8(
	input  [8 - 1 : 0] data_in,
	input  [5 - 1 : 0] addr,
	input								clk,
	input 							write_en,
	output [8 - 1 : 0] data_out
);
wire[8 - 1:0] ram1_out;
wire[8 - 1:0] ram2_out;
wire new_addr;
wire new_addr_n;
wire write_en1;
wire write_en2;
assign new_addr = addr[5 - 1];
not u_not(new_addr_n, new_addr);
and u_and1(write_en1, new_addr_n, write_en);
and u_and2(write_en2, new_addr, write_en);
RAM16_8 u_RAM16_8_1(
	.data_in(data_in),
	.addr(addr[5 - 2:0]),
	.clk(clk),
	.write_en(write_en1),
	.data_out(ram1_out)
);
RAM16_8 u_RAM16_8_2(
	.data_in(data_in),
	.addr(addr[5 - 2:0]),
	.clk(clk),
	.write_en(write_en2),
	.data_out(ram2_out)
);
select2_1 u_select2_1(
	.a(ram1_out),
	.b(ram2_out),
	.s(new_addr),
	.y(data_out)
);
endmodule
module RAM4_8(
	input  [8 - 1 : 0] data_in,
	input  [2 - 1 : 0] addr,
	input								clk,
	input 							write_en,
	output [8 - 1 : 0] data_out
);
wire clr;
assign clr = 0;
wire [3:0] decoder_out;
wire [3:0] reg_en;
wire [8 - 1:0] register_out0;
wire [8 - 1:0] register_out1;
wire [8 - 1:0] register_out2;
wire [8 - 1:0] register_out3;
decoder2_4 u_decoder2_4(
	.addr(addr),
	.y(decoder_out)
);
and u_and0(reg_en[0], decoder_out[0], write_en);
and u_and1(reg_en[1], decoder_out[1], write_en);
and u_and2(reg_en[2], decoder_out[2], write_en);
and u_and3(reg_en[3], decoder_out[3], write_en);
d_ff_en u_d_ff0(
	.d(data_in),
	.clk(clk),
	.clr(clr),
	.en(reg_en[0]),
	.q(register_out0)
);
d_ff_en u_d_ff1(
	.d(data_in),
	.clk(clk),
	.clr(clr),
	.en(reg_en[1]),
	.q(register_out1)
);
d_ff_en u_d_ff2(
	.d(data_in),
	.clk(clk),
	.clr(clr),
	.en(reg_en[2]),
	.q(register_out2)
);
d_ff_en u_d_ff3(
	.d(data_in),
	.clk(clk),
	.clr(clr),
	.en(reg_en[3]),
	.q(register_out3)
);
select4_1 u_select4_1(
	.a(register_out0),
	.b(register_out1),
	.c(register_out2),
	.d(register_out3),
	.s(addr),
	.y(data_out)
);
endmodule
module RAM64_8(
	input  [8 - 1 : 0] data_in,
	input  [6 - 1 : 0] addr,
	input								clk,
	input 							write_en,
	output [8 - 1 : 0] data_out
);
wire[8 - 1:0] ram1_out;
wire[8 - 1:0] ram2_out;
wire new_addr;
wire new_addr_n;
wire write_en1;
wire write_en2;
assign new_addr = addr[6 - 1];
not u_not(new_addr_n, new_addr);
and u_and1(write_en1, new_addr_n, write_en);
and u_and2(write_en2, new_addr, write_en);
RAM32_8 u_RAM32_8_1(
	.data_in(data_in),
	.addr(addr[6 - 2:0]),
	.clk(clk),
	.write_en(write_en1),
	.data_out(ram1_out)
);
RAM32_8 u_RAM32_8_2(
	.data_in(data_in),
	.addr(addr[6 - 2:0]),
	.clk(clk),
	.write_en(write_en2),
	.data_out(ram2_out)
);
select2_1 u_select2_1(
	.a(ram1_out),
	.b(ram2_out),
	.s(new_addr),
	.y(data_out)
);
endmodule
module RAM8_8(
	input  [8 - 1 : 0] data_in,
	input  [3 - 1 : 0] addr,
	input								clk,
	input 							write_en,
	output [8 - 1 : 0] data_out
);
wire[8 - 1:0] ram1_out;
wire[8 - 1:0] ram2_out;
wire new_addr;
wire new_addr_n;
wire write_en1;
wire write_en2;
assign new_addr = addr[3 - 1];
not u_not(new_addr_n, new_addr);
and u_and1(write_en1, new_addr_n, write_en);
and u_and2(write_en2, new_addr, write_en);
RAM4_8 u_RAM4_8_1(
	.data_in(data_in),
	.addr(addr[3 - 2:0]),
	.clk(clk),
	.write_en(write_en1),
	.data_out(ram1_out)
);
RAM4_8 u_RAM4_8_2(
	.data_in(data_in),
	.addr(addr[3 - 2:0]),
	.clk(clk),
	.write_en(write_en2),
	.data_out(ram2_out)
);
select2_1 u_select2_1(
	.a(ram1_out),
	.b(ram2_out),
	.s(new_addr),
	.y(data_out)
);
endmodule
`timescale 1ns/100ps
module d_ff(
	input  [8 - 1 : 0] 	d,
	input 							 clk,
	input								 clr,
	output [8 - 1 : 0]		q
);
wire [8 - 1 : 0] d1_out;
wire clk_n ;
not u_not(clk_n, clk);
d_latch d1(
	.d(d),
	.clk(clk_n),
	.clr(clr),
	.q(d1_out)
);
d_latch d2(
	.d(d1_out),
	.clk(clk),
	.clr(clr),
	.q(q)
);
endmodule
`timescale 1ns/100ps
module d_ff_en(
	input  [8 - 1 : 0]  	d,
	input 							 	clk,
	input								 	clr,
	input								 	en,
	output [8 - 1 : 0]	 	q
);
wire[8 - 1 : 0] select2_1out;
wire[8 - 1 : 0] d_ff_out;
d_ff u_d_ff(
	.d(select2_1out),
	.clk(clk),
	.clr(clr),
	.q(d_ff_out)
);
select2_1 u_select2_1(
	.a(d_ff_out),
	.b(d),
	.s(en),
	.y(select2_1out)
);
assign q = d_ff_out;
endmodule
module d_latch(
	input  [8 - 1 : 0]	   d,
	input 							 clk,
	input 							 clr,
	output [8 - 1 : 0]	   q
);
reg [8 - 1 : 0] a;
assign q = a;
always @(clk or clr or d)
begin
	if (clr)
		a = 0;
	else if (clk) 
		a = d;
end
endmodule
module decoder2_4(
	input [1:0] addr,
	output [3:0]	y
);
wire a0_n;
wire a1_n;
assign a0 = addr[0];
assign a1 = addr[1];
not u_not0(a0_n, a0);
not u_not1(a1_n, a1);
and u_and0(y[0], a0_n, a1_n);
and u_and1(y[1], a0, a1_n);
and u_and2(y[2], a0_n, a1);
and u_and3(y[3], a0, a1);
endmodule
module select2_1(
	input  [8 - 1 : 0]		a,
	input  [8 - 1 : 0]		b,
	input									s,
	output [8 - 1 : 0]		y
);
wire s_n;
not u_not(s_n, s);
genvar i;
generate
for (i = 0; i < 8; i = i + 1)
	begin: select2_1_loop
		wire and1_out;
		wire and2_out;
		and u_and1(and1_out, s_n, a[i]);
		and u_and2(and2_out, s, b[i]);
		or u_or(y[i], and1_out, and2_out);
	end
endgenerate
endmodule
module select4_1(
	input  [8 - 1 : 0]		a,
	input  [8 - 1 : 0]		b,
	input  [8 - 1 : 0]		c,
	input  [8 - 1 : 0]		d,
	input	 [1 : 0]						s,
	output [8 - 1 : 0]		y
);
wire [8 - 1 : 0] selector1_out;
wire [8 - 1 : 0] selector2_out;
select2_1 u_select2_1_1(
	.a(a),
	.b(c),
	.s(s[1]),
	.y(selector1_out)
);
select2_1 u_select2_1_2(
	.a(b),
	.b(d),
	.s(s[1]),
	.y(selector2_out)
);
select2_1 u_select2_1_3(
	.a(selector1_out),
	.b(selector2_out),
	.s(s[0]),
	.y(y)
);
endmodule
==> /design/flow/run.sh <==
#!/bin/bash
# OpenROAD 26Q1-2900-gdf79404cd8, Yosys 0.63+post, stock flow scripts
make -C /OpenROAD-flow-scripts/flow DESIGN_CONFIG=/design/flow/config.mk WORK_HOME=/design/flow/orfs finish
==> flow_summary.toml <==
# yosys + openroad results
[outcome]
status = "completed"

[power]
power.ir.vdd_worst_mv = 0.0270
cell_internal_pwr_uw = 292
power_total_uw = 477
total_switching_power_uw = 185
comb_power_share = 0.534
clkPwrFrac = 0
p_leak_nw = 12.1
sw_frac_of_total = 0.389
share_seq_of_total_power = 0.466
power_density_nw_per_um2 = 17.5

[detailed_routing]
vias = 14500
postRouteAntennaNets = 0
drtPass1Iterations = 4
initialDrtViolationCount = 883
post_drt_via_cell_ratio = 5.19
antennaDiodeCount = 0
wl_um = 58300
avgRoutedWirePerCell_um = 20.8
drt_drc_violations_left = 0

[sta]
max_slew.worst_pin.slew_ns = 0.965
final-setup-viol-count = 0
final_max_slew_violation_tally = 0
layout_worst_path_cycle_share = 0.673
unconstrained_endpoints = 1024
grt_setup_unrepaired = "no"
final.setup.tns_ns = 0
maxSlewHeadroom = 0.356
final_hold_viol_count = 0
period_minus_slack_ns = 8.21
count_of_unclocked_register_or_latch_pins = 1024
fmax_ghz = 0.122

[synthesis]
yosys-stat-cells = 2003
netlist_area_sq_um = 26200
synth_area_per_cell_sq_um = 13.1
synth_warnings = 515
synthDistinctLibCells = 43
synth_async_sr_flop_share = 0
synthesized_chip_area_reported_by_yosys_sq_um = 26200
ys_ff = 1024
syn-instance-count = 2003
flop_cell = "sky130_fd_sc_hd__dlxtp_1"
edf_count = 0

[grt]
grt_remaining_overflow = 0
grt_first_pass_wirelength_um = 90200
grt_max_degree = 235
track_usage = 0.185
grt_pass1_vias = 14300
number_of_antenna_violations_at_the_first_check_in_global_routing = 0

[worst_setup_path]
timing.critical_path.from_type = "primary input"
worst-endpoint-arrival_ns = 5.77
timing.critical_path.fanout_max = 48
timing.critical_path.required_ns = 9.76
worstSetupPathType = "primary input to output pin"
crit_path_end_kind = "output pin"

[clocking]
cts_setup_buffers = 0
cts_hold_buffers = 0
postCtsResizedCells = 0

[run]
log.warning_count = 44
cap_viol_max_count = 0

[die]
die_h_um = 258
boundaryPins = 24
die_w_um = 258
overall_die_area_sq_um = 66600
fp_util = 0.406
core_area_sq_um = 64600
core.rowCount = 93

[cells_and_area]
layout.filler_cells = 5874
layout-drive-gt1-share = 0.323
flow.area_growth_from_synthesis_pct = 3.67
multiInputGateArea_sq_um = 10200
seq_area_sq_um = 15400

[hold_path]
type_of_the_most_critical_hold_path = "primary input to output pin"

[place]
gp_congestion = 0.880
place_hpwl_um = 38600
buffer_ports.inserted = 24
==> cells in the mapped netlist (5+ instances only) <==
library cell               instances  area (sq um)
sky130_fd_sc_hd__dlxtn_1         512          7690
sky130_fd_sc_hd__dlxtp_1         512          7690
sky130_fd_sc_hd__mux2_2          404          4550
sky130_fd_sc_hd__mux4_2          134          3020
sky130_fd_sc_hd__mux2_1          111          1250
sky130_fd_sc_hd__clkbuf_1         62           233
sky130_fd_sc_hd__nand2_1          31           116
sky130_fd_sc_hd__nor2_4           26           293
sky130_fd_sc_hd__buf_2            23           115
sky130_fd_sc_hd__a22oi_1          22           165
sky130_fd_sc_hd__nand3_1          14          70.1
sky130_fd_sc_hd__nor2b_1          14          87.6
sky130_fd_sc_hd__buf_4            13          97.6
sky130_fd_sc_hd__nor2_1           13          48.8
sky130_fd_sc_hd__o22ai_1          13          81.3
sky130_fd_sc_hd__nor2_2           11          68.8
sky130_fd_sc_hd__buf_1             9          33.8
sky130_fd_sc_hd__buf_6             9           101
sky130_fd_sc_hd__nand2b_1          8          50.1
sky130_fd_sc_hd__and3_1            7          43.8
sky130_fd_sc_hd__mux2i_1           7          70.1
sky130_fd_sc_hd__and2_1            5          31.3
==> cells in the final DEF (no fill, tap or decap), types with 4 or more instances in the layout <==
cell type,instances
sky130_fd_sc_hd__dlxtp_1,512
sky130_fd_sc_hd__nand2_1,31
sky130_fd_sc_hd__a221oi_1,4
sky130_fd_sc_hd__nor2b_1,14
sky130_fd_sc_hd__dlxtn_1,512
sky130_fd_sc_hd__mux2_2,404
sky130_fd_sc_hd__and4_1,4
sky130_fd_sc_hd__mux4_2,134
sky130_fd_sc_hd__mux2_1,111
sky130_fd_sc_hd__buf_4,33
sky130_fd_sc_hd__o22ai_1,13
sky130_fd_sc_hd__a22oi_1,22
sky130_fd_sc_hd__nor2_1,13
sky130_fd_sc_hd__and3_1,7
sky130_fd_sc_hd__buf_2,9
sky130_fd_sc_hd__mux2i_1,7
sky130_fd_sc_hd__nand3_1,14
sky130_fd_sc_hd__nor2_2,11
sky130_fd_sc_hd__nor2_4,26
sky130_fd_sc_hd__o21ai_1,4
sky130_fd_sc_hd__nand2b_1,8
sky130_fd_sc_hd__clkdlybuf4s50_1,12
sky130_fd_sc_hd__and2_1,5
sky130_fd_sc_hd__nand2_2,4
==> cell families (layout without fill, tap and decap cells) <==
kind of cell / count (synthesis) / after routing / share of synthesized area
compound gates: 55 / 55 / 0.0150
buf+inv: 117 / 59 / 0.0229
simple gates: 151 / 151 / 0.0369
latches: 1024 / 1024 / 0.586
mux: 656 / 656 / 0.339
==> worst max-delay path: stages <==
cell and delay (ns):
sky130_fd_sc_hd__clkbuf_8 0.48, sky130_fd_sc_hd__buf_4 0.62, sky130_fd_sc_hd__mux4_2 0.59, sky130_fd_sc_hd__mux4_2 0.47
sky130_fd_sc_hd__o22ai_1 0.50, sky130_fd_sc_hd__a211oi_1 0.15, sky130_fd_sc_hd__clkdlybuf4s50_1 0.44
==> layer usage <==
metal,wire (um),vias to the layer above,track usage,share of wire
met3,3910,29,0.0499,0.067
li1,-,6946,-,-
met4,698,0,0.0182,0.012
met1,27700,7274,0.293,0.48
met5,0,-,0,0
met2,26000,271,0.275,0.45
==> stage by stage <==
step           hold WS (ns)  setup slack, ns  instances  utilization  cell area (sq um)
3_5_place_dp           6.08             3.99       2800        0.421              27200
4_1_cts                6.09             3.98       2800        0.421              27200
2_1_floorplan          5.06             5.82       2003            -              26200
6_report               6.08             3.99       2800        0.421              27200
3_3_place_gp           6.07             3.99       2800        0.421              27200
5_1_grt                6.15             3.83       2800        0.421              27200
==> layout make-up <==
cell class | instances | area share
sequential | 1024 | 0.566
tap | 855 | 0.0393
timing repair buffer | 59 | 0.0181
multi-input combinational | 862 | 0.377
==> worst paths after layout <==
path  slack, ns          end  cells past startpoint    start
max        3.99  data_out[4]                      7  addr[1]
min        6.08  data_out[6]                      4  addr[2]
==> power groups by stage <==
| stage | sequential, mW | combinational (mW) | clock (mW) |
|---|---|---|---|
| 6_report | 0.222 | 0.255 | 0 |
| 5_1_grt | 0.231 | 0.277 | 0 |
| 4_1_cts | 0.222 | 0.258 | 0 |
No activity file was given, so power comes from the tool's default toggle rates.
